[run.sh]
#!/bin/bash
# OpenROAD 26Q1-2900-gdf79404cd8, Yosys 0.63+post, stock flow scripts
make -C /OpenROAD-flow-scripts/flow DESIGN_CONFIG=/design/flow/config.mk WORK_HOME=/design/flow/orfs finish
[config.mk]
export PLATFORM = sky130hd
export DESIGN_NAME = branch_predict
export DESIGN_NICKNAME = branch_predict
export VERILOG_FILES = /design/flow/design.v
export SDC_FILE = /design/flow/constraint.sdc
export NUM_CORES = 4
export LEC_CHECK = 1
export CORE_UTILIZATION = 50
export SYNTH_MEMORY_MAX_BITS = 65536
[constraint.sdc]
current_design branch_predict

set clk_period 334.1
set clk_io_pct 0.2

create_clock -name clk0 -period $clk_period [get_ports {clk_i}]

set non_clock_inputs [all_inputs -no_clocks]
set_input_delay [expr $clk_period * $clk_io_pct] -clock clk0 $non_clock_inputs
set_output_delay [expr $clk_period * $clk_io_pct] -clock clk0 [all_outputs]
[design.v]
module branch_predict #(
    parameter PC_WIDTH = 32,
              TABLE_BITS = 8  
)(
    input   logic                   clk_i,
    input   logic                   rst_i,
    input   logic [PC_WIDTH-1:0]    PCF_i,
    input   logic [PC_WIDTH-1:0]    PCE_i,
    output  logic                   predictTakenF_o,
    output  logic [PC_WIDTH-1:0]    predictTargetF_o,    
    input   logic [PC_WIDTH-1:0]    PCTargetE_i, 
    input   logic                   BranchE_i,   
    input   logic                   TakenE_i
);
    logic [1:0]          state_table  [2**TABLE_BITS-1:0];
    logic [PC_WIDTH-1:0] target_table [2**TABLE_BITS-1:0];
    logic [TABLE_BITS-1:0] index_f;
    logic [TABLE_BITS-1:0] index_e;
    assign index_f = PCF_i[TABLE_BITS+1:2];
    assign index_e = PCE_i[TABLE_BITS+1:2];
    always_comb begin
        predictTakenF_o  = state_table[index_f][1]; 
        predictTargetF_o = target_table[index_f];
    end
    always_ff @(posedge clk_i) begin
        if (rst_i) begin
            for (int i = 0; i < 2**TABLE_BITS; i++) begin
                state_table[i] = 2'b01;
                target_table[i] = {PC_WIDTH{1'b0}};
            end
        end 
        else if (BranchE_i) begin
            target_table[index_e] <= PCTargetE_i;
            if (TakenE_i) begin
                if (state_table[index_e] != 2'b11)
                    state_table[index_e] <= state_table[index_e] + 1;
            end else begin
                if (state_table[index_e] != 2'b00)
                    state_table[index_e] <= state_table[index_e] - 1;
            end
        end
    end
endmodule
==> GITHUB_STEP_SUMMARY <==
### Metrics collected by this job

| Metric | Value |
|---|---|
| Outcome | `finished with violations` |
| Violated checks | `antenna violations` |
| Pin count of the biggest net entering global routing | `129` |
| Critical Path RT | `267280 ps` |
| Initial DRC count | `15479` |
| M1 wire length | `418 mm` |
| Maximum clock path buffer count | `4` |
| Cell family with most CP delay | `buffers and inverters` |
| RR Startpoint | `state_table[251][0]` |
| CTS tree | `yes` |
| CP most frequent cell | `buf_4` |
| Per-cell routed wire length | `36.6 um` |
| Hold WC Path Type | `reg2reg` |
| Buf/Inv on CP | `11` |
| Clk ins delay skew pair | `1240 ps` |
| Row cnt | `327` |
| Vias in the first global route | `232048` |
| Max-cap violations | `0` |
| Setup Viol. Count Final | `0` |
| FILL cells | `59323` |
| RR Endpoint | `state_table[41][1]` |
| Ys cells | `25273` |
| CP Data Arrival Time | `75880 ps` |
| Post-synth EDFFs | `8192` |
| Avg Vias per Cell | `6.04` |
| Slowest CP cell | `a311o_1` |
| Area leader share | `0.617` |
| Fmax | `7.01 MHz` |
| Die area | `801000 um^2` |
| Setup TNS | `0 ps` |
| Peak VDD IR | `0.00684 mV` |
| CTS root buf | `clkbuf_16` |
| Post-route ant nets | `1` |
| Initial antenna violation count | `151` |
| Leakage | `152 nW` |
| Horiz. Die Dim | `895 um` |
| Router iterations before antenna repair | `6` |
| Remaining DRCs | `0` |
| Most common logic cell in the routed design | `and2_1` |
| Core area | `794000 um^2` |
| Final min period | `142700 ps` |
| Tool warnings | `81` |
| Yosys warns | `2` |
| # resized after CTS | `0` |
| Boundary pin count | `133` |
| Synth area leader | `edfxtp_1` |
| First-pass GRT wire length | `1840 mm` |
| Yosys chip area | `399000 um^2` |
| Synthesized area | `399000 um^2` |
| CP Depth | `16` |
| Fraction of layout cells with a size suffix above 1 | `0.224` |
| Total grt overflow | `0` |
| Syn-to-layout area delta | `11.1%` |
| TritonCTS buffer count | `908` |
| Dpl ws | `191370 ps` |
| Unique cell types | `82` |
| Worst Setup Start Kind | `primary input` |
| Metal3 WL | `245 mm` |
| Top_reg_cell synth | `edfxtp_1` |
| PortBufs | `84` |
| Syn_area_per_cell | `15.8 um^2` |
| Synth area leaders | `edfxtp_1 (62%), mux4_2 (15%), and2_1 (13%)` |
| Top Layout Cells | `and2_1 (8195), edfxtp_1 (8192), mux4_2 (2679), buf_4 (1079), clkbuf_16 (914)` |
| DRT Wirelength | `1330 mm` |
| Total GRT Usage | `0.372` |
| Slowest stage delay, CP | `780 ps` |
| Pwr Density | `5.50 nW/um^2` |
| Cells after synthesis | `25273` |
| R2r setup slk | `327830 ps` |
| Register share after synthesis | `0.643` |
| Reg2Reg Depth | `12` |
| Worst slew pin tran | `1120 ps` |
| Slew HR | `0.254` |
| Pre-Place Util | `0.502` |
| Met2 Wirelength | `587 mm` |
| CTS H-tree lvls | `6` |
| Max-slew violations | `0` |
| Max layer used | `met5` |
| Post-DP HPWL | `789 mm` |
| Final Hold Vio Count | `0` |
| # Post-CTS Setup Buffers | `0` |
| Critical Path End Type | `output pin` |
| Unrepaired setup endpoints after global routing | `no` |
| Critical path peak fanout | `66` |
| Post-CTS Hold Fix Bufs | `0` |
| Setup crit end | `predictTargetF_o[11]` |
| Worst path cell trace | `buf_16 -> buf_4 -> buf_4 -> buf_4 -> buf_4 -> buf_4 -> buf_4 -> buf_4 -> buf_4 -> buf_12 -> mux4_2 -> mux4_2 -> a31oi_1 -> nand3_1 -> a311o_1 -> clkdlybuf4s50_1` |
| Vias post-DR | `218739` |
| Flop and latch count out of synthesis | `8704` |
| Clk sinks | `8704` |
| Tcrit/Tclk final | `0.427` |
| RD Place Congestion | `1.01` |
| CP Launch Point | `PCF_i[2]` |
| Clock transition at path regs | `60 ps` |
| Die height | `895 um` |
| Setup Skew | `103 ps` |
| Final WS setup | `191410 ps` |
| Critical path type | `in2out` |
| Ys async rst share | `0` |
[routing by layer]
layer	vias to the layer above	track usage
met5	-	0.0333
met4	129	0.147
met3	2614	0.282
met2	14028	0.501
met1	109166	0.480
li1	92802	-
[worst register-to-register path: cells and delay by family (launching register included)]
family                 cells  cell delay, ps
AND-OR/OR-AND              4            1850
buffers and inverters      2            1530
AND/OR/NAND/NOR            3            1530
multiplexers               2             540
flip-flops                 1             310
XOR/XNOR                   1             290
[sequential cells by signal, indices dropped and copies added (netlist names)]
| name | count |
|---|---|
| target_table | 8192 |
| state_table | 512 |
[per-stage QoR]
step	hold WS [ps]	util	total power [mW]	instances	instance area, um^2
after global placement	459	0.522	1.49	34210	414000
final	478	0.558	2.44	36206	443000
after global routing	495	0.557	2.50	35984	442000
after detailed placement	467	0.522	1.50	34210	414000
after floorplan	443	-	1.39	25273	399000
after CTS	475	0.557	2.45	35868	442000
[worst min path at each step]
stage | from | to | slack [ps] | cells past startpoint
5_1_grt | state_table[44][1] | state_table[44][1] | 490 | 2
4_1_cts | state_table[91][1] | state_table[91][1] | 480 | 2
6_report | state_table[215][1] | state_table[215][1] | 480 | 2
[where the power goes]
part           switching (mW)  internal (mW)
clock                   0.432          0.530
sequential             0.0122           1.24
combinational           0.149         0.0726
total                   0.593           1.84
[synth_stat cells (40+ instances only)]
cell type     n
dfxtp_1     512
clkbuf_1   2331
buf_4        40
and2_1     8195
nand2_1     353
buf_1       220
a221oi_1     42
o211ai_2     74
a22o_1       63
o21ai_0     286
nand4_1      47
mux2i_1     534
nor2_1      566
buf_2       136
edfxtp_1   8192
o211a_1     175
mux4_2     2679
a22oi_1     130
nand3_1     193
[logic make-up (layout without fill, tap and decap cells)]
logic type,after synthesis,in the layout,share of synthesized area
AND-OR/OR-AND,990,990,0.0192
XOR/XNOR,1,1,0.0000565
buffers and inverters,2773,2840,0.0276
flip-flops,8704,8704,0.643
multiplexers,3249,3249,0.166
other,0,338,0
AND/OR/NAND/NOR,9556,9556,0.144
[cell type report]
class                   count  area [um^2]  share of cell area
diodes                    338          846             0.00191
clock buffers            1178        24000              0.0541
clock inverters           480         3810             0.00859
inverters                  11         50.0            0.000113
multi-input cells       13796       135000               0.306
flip-flops and latches   8704       256000               0.579
well taps               10528        13200              0.0297
repair buffers           1171         9360              0.0211
Power is estimated from default activity; no workload was simulated.
