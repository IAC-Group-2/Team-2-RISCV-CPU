<file path="flow/run.sh">
#!/bin/bash
# OpenROAD 26Q1-2900-gdf79404cd8, Yosys 0.63+post, stock flow scripts
make -C /OpenROAD-flow-scripts/flow DESIGN_CONFIG=/design/flow/config.mk WORK_HOME=/design/flow/orfs finish
</file>
<file path="flow/config.mk">
export PLATFORM = sky130hd
export DESIGN_NAME = ALU
export DESIGN_NICKNAME = ALU
export VERILOG_FILES = /design/flow/design.v
export SDC_FILE = /design/flow/constraint.sdc
export NUM_CORES = 4
export LEC_CHECK = 1
export CORE_UTILIZATION = 50
</file>
<file path="flow/constraint.sdc">
current_design ALU

set clk_period 41.7
set clk_io_pct 0.2

create_clock -name clk0 -period $clk_period

set non_clock_inputs [all_inputs -no_clocks]
set_input_delay [expr $clk_period * $clk_io_pct] -clock clk0 $non_clock_inputs
set_output_delay [expr $clk_period * $clk_io_pct] -clock clk0 [all_outputs]
</file>
<file path="flow/design.v">
module ALU #(
    parameter DATA_WIDTH = 32
)(
    input   logic [DATA_WIDTH-1:0]  SrcA_i,
    input   logic [DATA_WIDTH-1:0]  SrcB_i,
    input   logic [3:0]             ALUControl_i,
    output  logic [DATA_WIDTH-1:0]  ALUResult_o,
    output  logic                   Zero_o
);
    logic signed [2*DATA_WIDTH-1:0] sign_ext_A;
    logic signed [2*DATA_WIDTH-1:0] sign_ext_B;
    logic signed [2*DATA_WIDTH-1:0] zero_ext_A;
    logic signed [2*DATA_WIDTH-1:0] zero_ext_B;
    logic signed [2*DATA_WIDTH-1:0] signed_product;
    logic [2*DATA_WIDTH-1:0] unsigned_product;
    logic signed [2*DATA_WIDTH-1:0] signed_unsigned_product;
    always_comb begin
        sign_ext_A = {{DATA_WIDTH{SrcA_i[DATA_WIDTH-1]}}, SrcA_i};  
        sign_ext_B = {{DATA_WIDTH{SrcB_i[DATA_WIDTH-1]}}, SrcB_i}; 
        zero_ext_A = {{DATA_WIDTH{1'b0}}, SrcA_i};                  
        zero_ext_B = {{DATA_WIDTH{1'b0}}, SrcB_i};
        signed_product          = sign_ext_A * sign_ext_B;
        unsigned_product        = zero_ext_A * zero_ext_B;
        signed_unsigned_product = sign_ext_A * zero_ext_B;  
        ALUResult_o = {DATA_WIDTH{1'b0}};
        case (ALUControl_i)
            4'b0001: ALUResult_o = SrcA_i - SrcB_i;  
            4'b0000: ALUResult_o = SrcA_i + SrcB_i;  
            4'b0010: ALUResult_o = SrcA_i & SrcB_i;  
            4'b0011: ALUResult_o = SrcA_i | SrcB_i;  
            4'b0100: ALUResult_o = SrcA_i ^ SrcB_i;  
            4'b0101: ALUResult_o = SrcA_i << SrcB_i[4:0];  
            4'b0110: ALUResult_o = SrcA_i >> SrcB_i[4:0];  
            4'b0111: ALUResult_o = $signed(SrcA_i) >>> SrcB_i[4:0];  
            4'b1000: begin  
                if ($signed(SrcA_i) < $signed(SrcB_i)) 
                    ALUResult_o = {{DATA_WIDTH-1{1'b0}}, 1'b1};
                else 
                    ALUResult_o = {DATA_WIDTH{1'b0}};
            end
            4'b1001: begin  
                if (SrcA_i < SrcB_i) 
                    ALUResult_o = {{DATA_WIDTH-1{1'b0}}, 1'b1};
                else 
                    ALUResult_o = {DATA_WIDTH{1'b0}};
            end
            4'b1010: ALUResult_o = unsigned_product[DATA_WIDTH-1:0];  
            4'b1011: ALUResult_o = signed_product[2*DATA_WIDTH-1:DATA_WIDTH];  
            4'b1100: ALUResult_o = signed_unsigned_product[2*DATA_WIDTH-1:DATA_WIDTH];  
            4'b1101: ALUResult_o = unsigned_product[2*DATA_WIDTH-1:DATA_WIDTH];  
            4'b1111: ALUResult_o = SrcB_i;  
            default: ALUResult_o = {DATA_WIDTH{1'b0}};
        endcase
    end
    assign Zero_o = (ALUResult_o == {DATA_WIDTH{1'b0}});
endmodule
</file>
==> summary.txt <==
Implementation summary

The via count of the first global-routing pass is 80,000. Setup repair after global routing left no endpoint under its margin. The sequential cell area fraction in the yosys report is 0%. For this run, the slowest stage of the critical path takes 0.80 ns. Looking at the gate-level netlist, the highest instance count belongs to sky130_fd_sc_hd__inv_1. Yosys reports that the most numerous cell types are sky130_fd_sc_hd__inv_1 (2,808), sky130_fd_sc_hd__fa_1 (2,277), sky130_fd_sc_hd__nand2_1 (912), sky130_fd_sc_hd__nor2_1 (786), sky130_fd_sc_hd__ha_1 (754).

For this run, the chip area from Yosys synthesis comes to 0.0881 sq mm. The first global-routing pass estimated 586,000 um of wire. For this run, the number of Yosys warnings is 1. Looking at the critical path, the single cell with the biggest stage delay is sky130_fd_sc_hd__fa_2. The number of placed instances, taps included, is 12,300. By area the synthesized netlist is led by sky130_fd_sc_hd__fa_1 (52%), sky130_fd_sc_hd__inv_1 (12%), sky130_fd_sc_hd__ha_1 (11%). The largest fanout of any net on the critical path is 22.

The instance count of the mapped netlist is 10,000. Per the power-grid run, VDD falls by no more than 0.000758 V. Compared with the post-synthesis result, the final layout area differs by 4.86%. The clock buffer count in the final layout is 0. Before any placement, the netlist area is recorded as 0.0881 sq mm. For this run, the number of standard cells in the final layout without fillers is 12,300. Per the final layout report, the fraction of cells sized above drive strength 1 comes to 4.35%. The initial utilization of the core area, before any placement, comes to 50.5%.

The count of instantiated cells in the yosys netlist is 10,000. The chip footprint is 0.178 sq mm. The ratio of total power to cell area is 477 mW/mm^2. The detail route stage leaves a number of antenna-violating nets equal to 0.

The netlist uses 97 different library cells. In the routed layout, each cell is associated on average with a via count of 5.94. The required time at the worst-slack endpoint is 33.36 ns. The power report puts the leakage power at 48.3 nW. The switching portion of total power comes to 68.7%. The first TritonRoute pass finished after 6 iterations. Per the OpenROAD floorplan log, the height of the die is 422 um.

For the pin with the worst max-slew slack, the measured transition is 1.33 ns. The area share of the largest cell type after synthesis is 51.7%. The max-slew violation total from the final report is 0. The final layout report lists a filler cell count of 15,800. The kind of cell adding the most delay to the critical path is adder cells.

The tally of OpenROAD warnings is 98. The end-of-flow timing check tallies setup violations at 0. 101 I/O pins were placed. The synthesized design spends more area on one cell type than any other, namely sky130_fd_sc_hd__fa_1. The switching component of the power was reported as 0.0303 W. Row generation in the floorplan step produced 153 rows.

The setup TNS after final layout is 0 ns. The final cell utilization of the core is 53.0%. Detailed routing inserted a total of 73,100 vias. The final wirelength is 412,000 um. The flow ran to the end, and the final reports show no timing, DRC or antenna violations.

The met1 layer usage reported by global route is 61.2%. The number of antenna violations at the first check in global routing was 45. Timing would allow up to 0.0339 GHz. The total area inside the core boundary comes to 0.174 sq mm. The tool flagged a number of max-cap violations equal to 0. The final timing report derives a shortest allowable period of 29.51 ns. For this block, the initial DRC count from the detailed router was 5,431. STA classifies the critical path endpoint as an output port. The residual overflow from global routing is 0.

The internal power is 0.0138 W. Entering global routing, the biggest net connects 49 pins. The buffer and inverter count on the worst path is 8. The report puts the hold buffer count at CTS at 0. Global routing consumed, on the met2 layer, 68.9% of the routing resources. The cell repeated most along the worst path is sky130_fd_sc_hd__fa_1. The worst setup path is launched from a primary input.

The met3 capacity usage during global routing is 28.4%. The final hold violation count recorded for this run is 0. The number of flip-flops and latches is 0. The global placement routability congestion is 1.16. The critical path arrival is 21.17 ns. The count of buffers inserted at the top-level ports is 101. Dividing the final minimum period by the clock period gives 70.8%. The worst relative slew slack is 10.5%. The path type of the worst setup path is primary input to output port. The average cell area after synthesis is 8.81 sq um. In the routed design, unresolved DRC markers number 0. The layer flagged by global routing as most heavily used is met2.

The routed wire length per instance is 33.5 um. The floorplan step set the die width to 422 um. The sequential cells in the finished layout cover a total of 0 sq um. The number of gates given a new drive strength after cts is 0.

The path class of the tightest hold or removal check is primary input to output port. The setup fix buffers added after clock tree synthesis is 0. The detailed placement HPWL is 346,000 um. The overall fraction of global-route tracks in use is 51.3%.
path summary, 6_finish.rpt:
| check | slack (ns) | start | end | depth (start not counted) |
|---|---|---|---|---|
| max | 12.19 | SrcA_i[31] | Zero_o | 30 |
| min | 18.22 | ALUControl_i[3] | ALUResult_o[14] | 7 |
routing by layer:
| layer | part of all wire, % | up-vias |
|---|---|---|
| met5 | 0.25 | - |
| met4 | 12 | 56 |
| met3 | 15 | 1473 |
| met2 | 42 | 4816 |
| met1 | 32 | 36300 |
| li1 | - | 30400 |
layout make-up:
class,count,area (sq um),area share [%]
antenna,25,62.6,0.0677
timing repair buffer,382,2960,3.21
multi-input combinational,6752,75800,82.1
tap,2325,2910,3.15
inverter,2830,10600,11.5
cell usage in the layout (no fill, tap or decap), types with 23 or more instances in the layout:
| cell type | n |
|---|---|
| sky130_fd_sc_hd__nor3_1 | 106 |
| sky130_fd_sc_hd__mux4_2 | 45 |
| sky130_fd_sc_hd__xnor2_1 | 101 |
| sky130_fd_sc_hd__buf_4 | 280 |
| sky130_fd_sc_hd__nand2_1 | 912 |
| sky130_fd_sc_hd__o22ai_1 | 34 |
| sky130_fd_sc_hd__a211o_1 | 23 |
| sky130_fd_sc_hd__o21a_1 | 29 |
| sky130_fd_sc_hd__or3_1 | 27 |
| sky130_fd_sc_hd__o21bai_1 | 33 |
| sky130_fd_sc_hd__diode_2 | 25 |
| sky130_fd_sc_hd__o211ai_1 | 54 |
| sky130_fd_sc_hd__buf_2 | 40 |
| sky130_fd_sc_hd__o21ai_0 | 229 |
| sky130_fd_sc_hd__xor2_1 | 30 |
| sky130_fd_sc_hd__nor2b_1 | 27 |
| sky130_fd_sc_hd__fa_1 | 2276 |
| sky130_fd_sc_hd__a31oi_1 | 43 |
| sky130_fd_sc_hd__a21oi_1 | 364 |
| sky130_fd_sc_hd__inv_1 | 2803 |
| sky130_fd_sc_hd__nand3_1 | 80 |
| sky130_fd_sc_hd__mux2i_1 | 62 |
| sky130_fd_sc_hd__nor4_1 | 38 |
| sky130_fd_sc_hd__ha_1 | 754 |
| sky130_fd_sc_hd__and3_1 | 23 |
| sky130_fd_sc_hd__a211oi_1 | 67 |
| sky130_fd_sc_hd__o221ai_1 | 26 |
| sky130_fd_sc_hd__nand4_1 | 98 |
| sky130_fd_sc_hd__nor2_1 | 786 |
| sky130_fd_sc_hd__clkdlybuf4s50_1 | 58 |
| sky130_fd_sc_hd__a22oi_1 | 34 |
| sky130_fd_sc_hd__a21o_1 | 53 |
logic make-up after synthesis:
group | count (synthesis) | synth area share [%]
multiplexers | 129 | 2.24
AND-OR/OR-AND | 1227 | 9.06
buffers and inverters | 3253 | 14.0
adder cells (fa/ha/maj) | 3031 | 62.4
XOR/XNOR | 131 | 1.30
AND/OR/NAND/NOR | 2234 | 11.0
per-stage QoR:
stage / power, W / setup slack [ns] / hold slack (ns) / instance area, sq um
6_report: 0.0440 / 12.19 / 18.22 / 92400
5_1_grt: 0.0464 / 12.09 / 18.23 / 92300
4_1_cts: 0.0424 / 12.49 / 18.16 / 92300
3_5_place_dp: 0.0421 / 12.51 / 18.16 / 92300
3_3_place_gp: 0.0424 / 12.41 / 18.17 / 92300
2_1_floorplan: 0.0245 / 15.24 / 17.00 / 88100
worst min-delay path, stage by stage:
cell and delay, ns:
sky130_fd_sc_hd__buf_2 0.32, sky130_fd_sc_hd__nor2_1 0.22, sky130_fd_sc_hd__a221oi_1 0.06, sky130_fd_sc_hd__o2111ai_1 0.08
sky130_fd_sc_hd__a211oi_1 0.05, sky130_fd_sc_hd__nand4_1 0.10, sky130_fd_sc_hd__clkdlybuf4s50_1 0.68
Power is estimated from default activity; no workload was simulated.
